File: flow/config.mk
export PLATFORM = sky130hd
export DESIGN_NAME = intersection
export DESIGN_NICKNAME = intersection
export VERILOG_FILES = /design/flow/design.v
export SDC_FILE = /design/flow/constraint.sdc
export NUM_CORES = 4
export LEC_CHECK = 1
export CORE_UTILIZATION = 40
File: flow/constraint.sdc
current_design intersection

set clk_period 5.7
set clk_io_pct 0.2

create_clock -name clk0 -period $clk_period [get_ports {clock}]

set non_clock_inputs [all_inputs -no_clocks]
set_input_delay [expr $clk_period * $clk_io_pct] -clock clk0 $non_clock_inputs
set_output_delay [expr $clk_period * $clk_io_pct] -clock clk0 [all_outputs]
File: flow/design.v
module intersection (
	input  clock,
	input  reset,
	input  pedestrian_button,
	output pedestrian_green,
	output pedestrian_red,
	output up_green,
	output up_red,
	output down_green,
	output down_red,
	input  turn_sensor,
	output turn_green,
	output turn_red
);
	wire pedestrian_request;
	wire pedestrian_blocked;
	wire pedestrian_waiting;
	wire up_request;
	wire up_blocked;
	wire up_waiting;
	wire down_request;
	wire down_blocked;
	wire down_waiting;
	wire turn_request;
	wire turn_blocked;
	wire turn_waiting;
	reg pri_pedestrian_up;
	reg pri_pedestrian_down;
	reg pri_turn_down;
	always @(posedge clock) begin
		if (pedestrian_green) begin
			pri_pedestrian_up <= 1;
			pri_pedestrian_down <= 1;
		end
		if (up_green) begin
			pri_pedestrian_up <= 0;
		end
		if (down_green) begin
			pri_pedestrian_down <= 0;
			pri_turn_down <= 0;
		end
		if (turn_green) begin
			pri_turn_down <= 1;
		end
		if (reset) begin
			pri_pedestrian_up <= 0;
			pri_pedestrian_down <= 0;
			pri_turn_down <= 0;
		end
	end
	assign pedestrian_request = pedestrian_button;
	assign pedestrian_blocked =
			(up_green || (up_waiting && pri_pedestrian_up)) ||
			(down_green || (down_waiting && pri_pedestrian_down));
	assign up_request = 1;
	assign up_blocked = pedestrian_green || (pedestrian_waiting && !pri_pedestrian_up);
	assign down_request = 1;
	assign down_blocked =
			(pedestrian_green || (pedestrian_waiting && !pri_pedestrian_down)) ||
			(turn_green || (turn_waiting && !pri_turn_down));
	assign turn_request = turn_sensor;
	assign turn_blocked = down_green || (down_waiting && pri_turn_down);
	trafficlight tl_pedestrian (
		.clock   (           clock  ),
		.reset   (           reset  ),
		.request (pedestrian_request),
		.blocked (pedestrian_blocked),
		.red     (pedestrian_red    ),
		.green   (pedestrian_green  ),
		.waiting (pedestrian_waiting)
	);
	trafficlight tl_up (
		.clock   (           clock  ),
		.reset   (           reset  ),
		.request (        up_request),
		.blocked (        up_blocked),
		.red     (        up_red    ),
		.green   (        up_green  ),
		.waiting (        up_waiting)
	);
	trafficlight tl_down (
		.clock   (           clock  ),
		.reset   (           reset  ),
		.request (      down_request),
		.blocked (      down_blocked),
		.red     (      down_red    ),
		.green   (      down_green  ),
		.waiting (      down_waiting)
	);
	trafficlight tl_turn (
		.clock   (           clock  ),
		.reset   (           reset  ),
		.request (      turn_request),
		.blocked (      turn_blocked),
		.red     (      turn_red    ),
		.green   (      turn_green  ),
		.waiting (      turn_waiting)
	);
endmodule
module trafficlight (
	input clock,
	input reset,
	input request,
	input blocked,
	output red,
	output green,
	output waiting
);
	reg [7:0] state;
	reg [31:0] counter;
	localparam [31:0] GREEN_PERIOD = 10000;
	localparam [7:0] STATE_IDLE = 0;
	localparam [7:0] STATE_WAIT = 1;
	localparam [7:0] STATE_GREEN = 2;
	always @(posedge clock) begin
		if (reset) begin
			state <= STATE_IDLE;
			counter <= GREEN_PERIOD;
		end else
		case (state)
			STATE_IDLE: begin
				if (request)
					state <= STATE_WAIT;
			end
			STATE_WAIT: begin
				if (!blocked)
					state <= STATE_GREEN;
			end
			STATE_GREEN: begin
				counter <= counter - 1;
				if (counter == 0) begin
					counter <= GREEN_PERIOD;
					state <= STATE_IDLE;
				end
			end
		endcase
	end
	assign waiting = state == STATE_WAIT;
	assign green = state == STATE_GREEN;
	assign red = !green;
endmodule
File: flow/run.sh
#!/bin/bash
# OpenROAD 26Q1-2900-gdf79404cd8, Yosys 0.63+post, stock flow scripts
make -C /OpenROAD-flow-scripts/flow DESIGN_CONFIG=/design/flow/config.mk WORK_HOME=/design/flow/orfs finish
==> flow_results.org <==
#+TITLE: Implementation results

** Final layout
- Post-route cell area :: 7217 sq um
- Post-layout instance count excluding filler cells :: roughly 950
- Footprint of the multi-input gates :: 3306 sq um
- Of the cells placed in the final design, the portion with a size suffix greater than 1 is 0.07473.
- Per the run report, area growth between synthesis and finish was 13.23%.
- Filler instances :: 1380
- Seq. cell area :: 2863 sq um

** Worst setup path
- Endpoint kind of the worst setup timing path :: register
- Startpoint of the worst-slack reg-to-reg timing path :: tl_up.counter[0]
- Dominant cell type by count on the critical path :: nor2_1
- On the critical path the data arrives at 3160 ps.
- Register-to-register path setup slack :: 2830 ps
- The critical path in this run is classified as reg2reg.
- CP bufs+invs :: 2
- Crit start category :: register
- Crit Path Max Fanout :: 25
- Startpoint of the most critical setup path :: tl_up.counter[0]
- Family with the most delay on the worst path :: simple AND/OR/NAND/NOR gates
- Worst stage delay on the critical path :: 610 ps
- Slowest-stage cell, CP :: nor4bb_1
- The critical path endpoint has a required time of between 5000 and 6000 ps.
- The cell sequence reported for the critical path is inv_1 > ha_1 > nor4bb_1 > nand4_1 > nor2_1 > a21oi_1 > inv_2 > nor2_1.

** GRT
- Pin count of the biggest net entering global routing :: 33
- In the global route stage, overall resource usage came out at 0.1595.
- Number of global-route vias before repair :: 4574
- The global route stage reports its total congestion overflow as 0.
- The first global-routing pass estimated 21.15 mm of wire.
- Initial antenna violation count :: 0

** STA
- Post-route setup TNS :: 0 ps
- Transition time of the tightest slew-check pin :: 856.4 ps
- In the final report, the number of pins over their slew limit comes to 0.
- Final Setup Violations :: 0
- Setup repair after global routing left no endpoint under its margin.
- Highest clock frequency the design can meet :: 0.3484 GHz
- Final worst path period need :: 2870 ps
- Part of the cycle the worst path needs :: 0.5036
- Hold-check failures listed in the final report amount to 0.
- Final setup skew :: about 6.3 ps
- Rel. slew slack :: 0.4247

** Job
- OpenROAD warning count :: 25
- Max-capacitance violation count :: 0

** Clocking
- CTS root buffer :: clkbuf_16
- CTS H-tree depth :: 4
- In this run, post-CTS repair resized a total of 0 instances.
- After clock tree synthesis, the setup repair step added 0 buffers.
- The clock reaches the later pin of the worst-skew pair after 420 ps.
- Per the CTS log, the buffer count on the longest clock path is 2.
- Clock buffer count from CTS :: 17
- Total number of clock tree sinks :: 143
- TritonCTS built the clock tree.
- After clock tree synthesis, the clock-pin slew on the worst setup and hold paths is around 60 ps.
- For this design, the CTS-stage hold fixing added 0 buffers.

** Floorplan
- Per the OpenROAD floorplan log, the height of the die is ~130 um.
- After floorplanning, the die was sized to cover 16440 sq um.
- According to the floorplan report, the placeable core area is 15370 sq um.
- Number of ports placed on the die boundary :: 12
- The die is between 100 and 150 um wide.
- Core Density at Floorplan :: 0.4147
- Rows :: roughly 45

** Routing
- In the routed layout, each cell is associated on average with a via count of 5.094.
- # DRC :: 0
- Aggregate routed wire length :: between 10 and 15 mm
- For this sky-water flow run, the detailed-routed wirelength per cell is reported as roughly 13 um.
- The number of antenna diodes in the final layout is 0.
- Total via count in the routed design :: slightly below 5000
- Number of iterations in the first detailed-routing pass :: 4
- Number of DRC markers after the initial detailed-route iteration :: 229
- Number of nets still failing antenna checks after routing :: 0

** Min path
- The most critical min-delay path falls under reg2reg.
- Per the hold report, the tightest min-delay path originates at tl_up.state[0].

** Logic synthesis
- The synthesized netlist occupies a cell area of 6374 sq um.
- Synth Area in Simple Gates :: 0.3153
- The cell-mix breakdown from Yosys lists the adder-cell area share as 0.007852.
- Cell count after synthesis :: 715
- Chip area line of the yosys report :: 6374 sq um
- Fraction of synthesized cell area in xor and xnor cells :: 0.1525
- Total cells reported by yosys after synthesis :: 715
- After synthesis, the mean cell area works out to 8.914 sq um.
- Top comb family, area :: simple AND/OR/NAND/NOR gates
- Counting flops with a built-in enable in the synthesized netlist gives 0.
- The portion of synthesized area spent on multiplexers is 0.
- Post-synth seq share :: 0.4492
- Async SR Flop Fraction :: 0
- Per the synthesis report, the AND-OR/OR-AND share of the synthesized area is 0.04299.
- Unique masters post-synth :: 59
- Synth warn :: 2
- The synthesized design contains 143 register bits.
- Post-synth the commonest register cell is dfxtp_1.

** Place
- As logged by OpenROAD, the buffers inserted on ports number 11.
- Dpl cells :: 915
- Summing all placed instances gives a cell area of around 6600 sq um.
- Final weighted congestion of routability-driven global placement :: slightly below 0.8
- Estimated wirelength of the detail-placed design :: around 7.6 mm

** Run status
- Result of the run :: completed

** Power
- Per the summary, power density relative to cell area is 315.5 nW/um^2.
- Leak Pwr :: 2.531 nW
- Worst VDD drop :: 0.0002081 V
[cells in the final DEF, fill, tap and decap left out, types with 4 or more instances in the layout]
cell type          n
a21oi_1           14
clkbuf_16         17
clkdlybuf4s50_1   11
clkinv_2           6
dfxtp_1          143
ha_1               4
inv_1             20
nand2_1           36
nand2b_1          12
nand3_1           13
nand3b_1           7
nand4_1            8
nand4b_1           5
nor2_1           132
nor3_1            35
nor4_1            39
nor4b_1            5
o21ai_0           11
or2_2              4
or3_1             25
or4_1             16
xnor2_1           68
xor2_1            43
[power breakdown]
part           internal [mW]  switching [mW]
combinational         0.0618          0.0719
sequential              1.03          0.0348
clock                  0.674           0.406
[final timing paths]
check,end,cells after the start
setup / recovery,tl_up.counter[22],8
hold / removal,tl_up.state[2],2
setup reg to reg,tl_up.counter[22],8
hold reg to reg,tl_up.state[2],2
[worst min-delay path: stages, from the launching register on]
cell and delay (ps):
dfxtp_1 290, inv_1 50, a21oi_1 50
[cells in the mapped netlist, types with 2 or more instances]
| cell type | number | share of area |
|---|---|---|
| or3_1 | 25 | 0.025 |
| o21ai_0 | 11 | 0.0086 |
| or3b_2 | 3 | 0.0041 |
| or2_2 | 4 | 0.0039 |
| nand4b_1 | 5 | 0.0069 |
| nand3b_1 | 7 | 0.0082 |
| nor3_1 | 35 | 0.027 |
| or4b_1 | 2 | 0.0031 |
| nand2b_1 | 12 | 0.012 |
| ha_1 | 4 | 0.0079 |
| or4_1 | 16 | 0.019 |
| xor2_1 | 43 | 0.059 |
| nor4_2 | 2 | 0.0039 |
| nand2_1 | 36 | 0.021 |
| buf_2 | 4 | 0.0031 |
| nand3_1 | 13 | 0.010 |
| and3_1 | 3 | 0.0029 |
| nor4b_1 | 5 | 0.0069 |
| nor2_1 | 132 | 0.078 |
| nor4bb_1 | 3 | 0.0047 |
| nor4_4 | 2 | 0.0067 |
| a22oi_1 | 2 | 0.0024 |
| dfxtp_1 | 143 | 0.45 |
| nand4_1 | 8 | 0.0079 |
| nor4_1 | 39 | 0.038 |
| nor2b_1 | 3 | 0.0029 |
| buf_4 | 2 | 0.0024 |
| buf_6 | 3 | 0.0053 |
| xnor2_1 | 68 | 0.093 |
| a211o_1 | 2 | 0.0027 |
| o32ai_1 | 2 | 0.0027 |
| inv_1 | 20 | 0.012 |
| clkbuf_1 | 13 | 0.0077 |
| a21oi_1 | 14 | 0.011 |
| o21a_1 | 2 | 0.0024 |
| or4_4 | 3 | 0.0053 |
| a21o_1 | 2 | 0.0024 |
[sequential cells by signal, indices dropped and copies added (netlist names)]
name / count
tl_turn.state: 3
pri_turn_down: 1
tl_down.state: 3
tl_up.counter: 32
tl_turn.counter: 32
pri_pedestrian_down: 1
tl_down.counter: 32
tl_pedestrian.counter: 32
pri_pedestrian_up: 1
tl_up.state: 3
tl_pedestrian.state: 3
[cell type report]
| class | count | area share |
|---|---|---|
| inverters | 22 | 0.01144 |
| flip-flops and latches | 143 | 0.3967 |
| clock buffers | 21 | 0.06519 |
| clock inverters | 11 | 0.01578 |
| well taps | 211 | 0.03658 |
| multi-input cells | 527 | 0.4580 |
| repair buffers | 12 | 0.01630 |
[per-layer routing]
metal / up-vias / track usage / wire, um
met5: - / 0 / 0
met4: 0 / 0.02768 / 196
met3: 13 / 0.03401 / 333
met2: 70 / 0.2445 / 5223
met1: 2242 / 0.2404 / 6188
li1: 2499 / - / -
[logic make-up after synthesis]
kind of cell / count (synthesis)
buf+inv: 45
compound gates: 43
fa+ha+maj: 4
flops: 143
xor+xnor: 111
simple gates: 369
[metrics by stage]
stage | util | hold WS, ps | total power, mW | setup slack, ps
3_5_place_dp | 0.4315 | 426.3 | 1.218 | 2458
4_1_cts | 0.4695 | 437.6 | 2.303 | 2813
6_report | 0.4695 | 442.3 | 2.277 | 2830
3_3_place_gp | 0.4315 | 418.6 | 1.215 | 2556
5_1_grt | 0.4695 | 455.2 | 2.380 | 2568
2_1_floorplan | - | 410.8 | 1.181 | 3489
Power is estimated from default activity; no workload was simulated.
